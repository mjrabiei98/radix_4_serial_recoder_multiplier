==> flow/design.v <==
module configurable_register #(
    parameter SIZE = 8   
)(
    input wire clk,          
    input wire reset,        
    input wire [SIZE-1:0] d,   
    input wire load,         
    output reg [SIZE-1:0] q    
);
always @(posedge clk or posedge reset) begin
    if (reset) begin
        q <= {SIZE{1'b0}};   
    end else if (load) begin
        q <= d;   
    end
end
endmodule
module configurable_shift_register #(
    parameter SIZE = 8, shift_size = 2    
)(
    input wire clk,          
    input wire reset,        
    input wire [SIZE-1:0] d,   
    input wire load, shift,         
    output reg [SIZE-1:0] q,    
    output wire [shift_size-1:0] shift_out    
);
always @(posedge clk or posedge reset) begin
    if (reset) begin
        q <= {SIZE{1'b0}};   
    end else if (load) begin
        q <= d;   
    end else if (shift)begin
        q <= {{shift_size{1'b0}}, q[SIZE - 1 : shift_size]};
    end
end
assign shift_out = q[shift_size - 1 : 0];
endmodule
module sellector #(
    parameter input_size = 8
)(
    input wire [input_size - 1 : 0] x, xbar, x_2,
    input wire one, neg, zero,
    output wire [input_size - 1 : 0] out
);
assign out =zero ?{input_size{1'b0}} : one ? (neg ? xbar : x) : x_2; 
endmodule
module recoder(
    input wire x_1, x_0, c_in,
    input wire one, neg, zero, c_out
);
    assign one = x_0 ^ c_in;
    assign neg = ( (x_1 & c_in) | (x_1 & x_0) );
    assign c_out = neg;
    assign zero = ( (x_1 & x_0 & c_in) | ( ~x_1 & ~x_0 & ~c_in));
endmodule
module up_counter (clk,rst,enable ,out);
   input clk, rst , enable;
   output reg [2:0] out;
	always @(posedge clk, posedge rst) begin
		if (rst) begin
		out <= 3'b0 ;
		end 
		else if (enable) begin
		out <= out + 1'b1;
		end
	end
endmodule
module radix4_recoder_dp#( parameter input_size = 8 )(
    input clk, rst,
    input [input_size-1:0] x, y, 
    input load_x, load_y, shift_y, load_c, load_xy_reg, load_rec_reg,load_xy, count_en,
    output [2:0] cnt,
    output [input_size+1 : 0] out );
    wire [input_size-1 : 0] xreg_out, yreg_out;
    wire [input_size-1 : 0] sellector_out;
    wire [input_size-1 : 0] temp;
    wire creg_out, recoder_cout, rec_one, rec_neg, rec_zero;
    wire [1 : 0] y_shift_out;
    wire [2:0] rec_reg_out;
    configurable_register x_reg (clk, rst, x, load_x, xreg_out);
    configurable_register #(1) c_reg (clk, rst, recoder_cout, load_c, creg_out);
    configurable_shift_register y_shift_reg (clk, rst, y, load_y, shift_y, yreg_out, y_shift_out);
    recoder r1(y_shift_out[1],y_shift_out[0], creg_out, rec_one, rec_neg, rec_zero ,recoder_cout);
    configurable_register #(3) rec_reg(clk, rst, {rec_one, rec_neg, rec_zero}, load_rec_reg, rec_reg_out);
    sellector s1(x,~x, x <<1, rec_one, rec_neg, rec_zero, sellector_out);
    up_counter counter_3bit(clk , rst , count_en , cnt);
    configurable_register xy_reg (clk, rst, sellector_out, load_xy, temp);
    assign out = {temp[input_size-1],temp[input_size-1],temp};
endmodule
module radix4_recoder_controller(
    input clk, rst,
    input [2:0] cnt, 
    output reg load_x, load_y, shift_y, load_c, load_xy_reg, load_rec_reg,load_xy, count_en, done);
	reg [1:0] pstate;
	reg [1:0] nstate;
	parameter [1:0] load_state 	 = 2'b00;
	parameter [1:0] recode_state = 2'b01;
	parameter [1:0] finish_state = 2'b10;
	always @(posedge clk) begin
		if (rst) pstate <= load_state;
		else 	 pstate <= nstate;
	end		
    always @(pstate, cnt) begin
		{load_x, load_y, shift_y, load_c, load_xy_reg, load_rec_reg,load_xy, count_en,done} = 9'b0;
		case (pstate) 
			load_state : begin
                load_x = 1'b1;
                load_y = 1'b1;
                nstate = recode_state;
			end
			recode_state : begin
                shift_y = 1'b1;
                load_c = 1'b1;
                load_rec_reg = 1'b1;
                load_xy = 1'b1;
                count_en = 1'b1;
                if (cnt == 3'd011)
                    nstate = finish_state;
                else
                    nstate = recode_state;
			end
			finish_state : begin 
                done = 1'b1;
                nstate = finish_state;
			end	
      endcase
   end
endmodule
module radix4_recoder#(parameter input_size = 8)(input clk, rst, input [input_size-1 : 0 ]x, y, output [input_size + 1 : 0 ]Recoder_Out, output done);
    wire [2:0] cnt; 
    wire load_x, load_y, shift_y, load_c, load_xy_reg, load_rec_reg,load_xy, count_en;
    radix4_recoder_controller controller(clk, rst, cnt, load_x, load_y, shift_y, load_c, load_xy_reg, load_rec_reg,load_xy, count_en, done);
    radix4_recoder_dp datapath(
    clk, rst, x, y, 
    load_x, load_y, shift_y, load_c, load_xy_reg, load_rec_reg,load_xy, count_en,
    cnt,Recoder_Out);
endmodule
==> flow/run.sh <==
#!/bin/bash
# OpenROAD 26Q1-2900-gdf79404cd8, Yosys 0.63+post, stock flow scripts
make -C /OpenROAD-flow-scripts/flow DESIGN_CONFIG=/design/flow/config.mk WORK_HOME=/design/flow/orfs finish
==> flow/config.mk <==
export PLATFORM = sky130hd
export DESIGN_NAME = radix4_recoder
export DESIGN_NICKNAME = radix4_recoder
export VERILOG_FILES = /design/flow/design.v
export SDC_FILE = /design/flow/constraint.sdc
export NUM_CORES = 4
export LEC_CHECK = 1
export CORE_AREA = 10 10 91 91
export DIE_AREA = 0 0 101 101
==> flow/constraint.sdc <==
current_design radix4_recoder

set clk_period 2.9
set clk_io_pct 0.2

create_clock -name clk0 -period $clk_period [get_ports {clk}]

set non_clock_inputs [all_inputs -no_clocks]
set_input_delay [expr $clk_period * $clk_io_pct] -clock clk0 $non_clock_inputs
set_output_delay [expr $clk_period * $clk_io_pct] -clock clk0 [all_outputs]
==> impl_summary.log <==
[report] extracting results
INFO  metric run_status = completed
INFO  metric cells_yosys = ~44
INFO  metric grt_overflow = 0
INFO  metric drtAntennaViolNets = 0
INFO  metric number_of_ports_placed_on_the_die_boundary = 29
INFO  metric cts_root_buffer = sky130_fd_sc_hd__clkbuf_8
INFO  metric cp-end-kind = output pin
INFO  metric detail_route.antenna_diodes = 0
INFO  metric static-leakage-power = 0.3814 nW
INFO  metric final_layout_size_suffix_gt1_share = around 19%
INFO  metric insertion_delay = around 240 ps
INFO  metric hp-class = reg -> reg
INFO  metric first_pass_grt_wire_length = roughly 1.9 mm
INFO  metric most_area_hungry_cell_type_in_the_yosys_netlist = sky130_fd_sc_hd__dfrtp_1
INFO  metric syn-instance-count = between 40 and 50
INFO  metric gp_routability_congestion = between 0.6 and 0.7
INFO  metric io_buffer_count = 18
INFO  metric data_arrival_time_at_the_worst_slack_endpoint = around 1300 ps
INFO  metric chip_area = 10200 sq um
INFO  metric yosys_cell_types = 15
INFO  metric worst_clock_skew = around 0.94 ps
INFO  metric placement_rows = 29
INFO  metric cts_resized = 0
INFO  metric max-cap-violations = 0
INFO  metric unclocked_pins = 2
INFO  metric finalSetupTns = 0 ps
INFO  metric delay_of_the_slowest_cell_on_the_worst_path = 500 ps
INFO  metric cp_slowest_cell = sky130_fd_sc_hd__clkdlybuf4s50_1
INFO  metric design_power_total = between 0.0005 and 0.0006 W
INFO  metric grt_start_max_net_pins = 14
INFO  metric clock_tree.htree_level_count = 1
INFO  metric holdCritStartpoint = datapath.counter_3bit.out[0]
INFO  metric fp_util = 9.340%
INFO  metric setup.worst_path.start_class = register
INFO  metric final_max_slew_viol_count = 0
INFO  metric drt_iter0_markers = 4
INFO  metric clock_input_transition_at_the_sequential_cells_of_the_worst_setup_and_hold_paths = 50 ps
INFO  metric r2r-start = controller.pstate[1]
INFO  metric routed_wl = about 1.2 mm
INFO  metric core-area = between 6000 and 7000 sq um
INFO  metric cts-hold-fix-buffers = 0
INFO  metric grt_antenna_before_repair = 0
INFO  metric number_of_unconstrained_endpoints = 2
INFO  metric area_leaders = sky130_fd_sc_hd__dfrtp_1 42%, sky130_fd_sc_hd__mux2_4 13%, sky130_fd_sc_hd__ha_1 11%
INFO  metric final_min_period_over_clock_period = 64.76%
INFO  metric detail_route.drc_violations = 0
INFO  metric fillCellCount = 700
INFO  metric detailedRoute.firstPassIterationCount = 2
INFO  metric floorplan.die.height = slightly above 100 um
INFO  metric worst_ep_required_time = 2320 ps
INFO  metric detailedPlacementHpwl = 987.2 um
INFO  metric grt_setup_unrepaired = no
INFO  metric type_of_the_worst_setup_path = reg -> out
INFO  metric max_transition_margin = 53.67%
INFO  metric critical_path.startpoint = controller.pstate[0]
INFO  metric powerDensity = 563.4 nW/um^2
INFO  metric log.warning_count = 36
INFO  metric detail_route.wl_per_cell = 8.604 um
INFO  metric die_w = 101 um
INFO  metric timing.final.hold_violations = 0
INFO  metric cp_max_fo = 3
INFO  metric viasPerCell = 2.511
INFO  metric area_share_top_type = a little over two fifths
INFO  metric yosysChipArea = around 600 sq um
INFO  metric grt_pass1_vias = about 360
INFO  metric ys_seq_elements = 14
INFO  metric fmax = around 0.53 GHz
INFO  metric vias = roughly 350
INFO  metric syn-mean-instance-area = 13.48 sq um
INFO  metric cts_made_buffers = 3
INFO  metric synthToLayoutAreaGrowth = 50.21%
INFO  metric cts_post_setup_buffers_inserted = 0
INFO  metric setup_viol = 0
INFO  metric grt_util_all_layers = between 2 and 2.5%
INFO  metric ir_drop = between 0.2 and 0.3 mV
INFO  metric timing_worst_slew_pin_value = about 700 ps
INFO  metric crit_chain = inv_1 > ha_1 > clkdlybuf4s50_1
INFO  metric total_number_of_yosys_warnings = 10
INFO  metric cts_tree = yes
INFO  metric clockBufferDepth = 2
INFO  metric layout_min_cycle_time = about 1900 ps
INFO  metric synth.cell_area = 593.1 sq um
[report_power, final]
group / internal, W / leakage [nW] / total [W] / switching, W
clock: 0.000120 / 0.0288 / 0.000179 / 0.0000592
sequential: 0.000200 / 0.149 / 0.000218 / 0.0000179
combinational: 0.0000708 / 0.204 / 0.000105 / 0.0000341
total: 0.000391 / 0.381 / 0.000502 / 0.000111
[cell type report]
class	count	area, sq um	area share (%)
inverters	4	15.01	1.685
flip-flops and latches	14	320.3	35.96
repair buffers	18	180.2	20.22
multi-input cells	22	224.0	25.14
well taps	77	96.34	10.81
clock buffers	4	55.05	6.180
[metal layers]
metal / global-route usage [%] / vias to the layer above / share of wire (%)
li1: - / 176 / -
met1: 3.100 / 157 / 46
met2: 3.342 / 16 / 40
met3: 1.940 / 0 / 14
met4: 0.1072 / 0 / 0
met5: 0 / - / 0
[stage by stage]
step | util [%] | instances | cell area (sq um) | setup WS, ps | hold slack (ps)
2_1_floorplan | - | 44 | 593.1 | 1743 | 420.2
3_3_place_gp | 13.16 | 135 | 835.8 | 1268 | 468.9
3_5_place_dp | 13.16 | 135 | 835.8 | 1246 | 464.6
4_1_cts | 14.03 | 139 | 890.9 | 988.9 | 475.3
5_1_grt | 14.03 | 139 | 890.9 | 931.5 | 480.5
6_report | 14.03 | 139 | 890.9 | 1022 | 474.8
[cell families after synthesis]
group / Yosys count / synth area share [%]
other cells: 1 / 0.6323
flops: 12 / 48.95
simple gates: 4 / 3.376
fa+ha+maj: 5 / 10.55
buf+inv: 8 / 8.227
compound gates: 2 / 1.688
latches: 2 / 5.063
mux: 9 / 20.04
xor+xnor: 1 / 1.477
[final timing paths]
check                                               endpoint  slack [ps]  cells past startpoint
worst max-delay path                                    done        1020                      3
worst min-delay path            datapath.counter_3bit.out[0]         470                      1
worst max register to register  datapath.counter_3bit.out[1]        1410                      3
worst min register to register  datapath.counter_3bit.out[0]         470                      1
max in group asynchronous               datapath.xy_reg.q[4]        1930                      2
min in group asynchronous               datapath.xy_reg.q[1]         680                      2
[state kept, by name (all words and copies together) (netlist names)]
signal	cells
datapath.xy_reg.q	7
datapath.counter_3bit.out	3
controller.pstate	2
controller.nstate	2
[critical path, delay by kind of cell, from the launching register on]
family	cells	cell delay, ps
buf+inv	2	560
flops	1	320
fa+ha+maj	1	180
[placed cells by master, fill, tap and decap left out]
master and count:
sky130_fd_sc_hd__clkdlybuf4s50_1 18, sky130_fd_sc_hd__dfrtp_1 10, sky130_fd_sc_hd__mux2_4 5, sky130_fd_sc_hd__ha_1 5, sky130_fd_sc_hd__inv_1 4, sky130_fd_sc_hd__clkbuf_8 4, sky130_fd_sc_hd__mux2_2 3, sky130_fd_sc_hd__a21oi_1 2
sky130_fd_sc_hd__nor2_1 2, sky130_fd_sc_hd__nor2b_1 2, sky130_fd_sc_hd__dlxtn_1 2, sky130_fd_sc_hd__dfxtp_1 2, sky130_fd_sc_hd__xor2_1 1, sky130_fd_sc_hd__mux2i_1 1, sky130_fd_sc_hd__conb_1 1
[cell usage after synthesis]
| library cell | n |
|---|---|
| sky130_fd_sc_hd__buf_6 | 1 |
| sky130_fd_sc_hd__conb_1 | 1 |
| sky130_fd_sc_hd__nor2b_1 | 2 |
| sky130_fd_sc_hd__ha_1 | 5 |
| sky130_fd_sc_hd__mux2i_1 | 1 |
| sky130_fd_sc_hd__inv_1 | 4 |
| sky130_fd_sc_hd__mux2_2 | 3 |
| sky130_fd_sc_hd__a21oi_1 | 2 |
| sky130_fd_sc_hd__nor2_1 | 2 |
| sky130_fd_sc_hd__buf_4 | 3 |
| sky130_fd_sc_hd__dlxtn_1 | 2 |
| sky130_fd_sc_hd__dfrtp_1 | 10 |
| sky130_fd_sc_hd__xor2_1 | 1 |
| sky130_fd_sc_hd__mux2_4 | 5 |
| sky130_fd_sc_hd__dfxtp_1 | 2 |
Power is estimated from default activity; no workload was simulated.
